[./design.v]
`timescale 1ns / 1ps
module traffic_light(
    input rst,
    input clk,
    output reg [2:0] light_A,
    output reg [2:0] light_B
    );
    reg [5:0] state;
    localparam S0 = 6'b000001,
               S1 = 6'b000010,
               S2 = 6'b000100,
               S3 = 6'b001000,
               S4 = 6'b010000,
               S5 = 6'b100000;
    reg [3:0]   count;
    localparam SEC5 = 4'd5,
               SEC1 = 4'd1;
    always @(posedge clk or posedge rst)
        if (rst == 1) begin  
            state <= S0;
            count <= 0;
        end else
            case (state) 
                S0: if (count < SEC5) begin  
                        state<= S0;
                        count <= count + 1;
                    end else begin
                        state <= S1;
                        count <= 0;
                    end
                S1: if (count < SEC1) begin  
                        state <= S1;
                        count <= count + 1;
                    end else begin
                        state <= S2;
                        count <= 0;
                    end
                S2: if (count < SEC1) begin  
                        state <= S2;
                        count <= count + 1;
                    end else begin
                        state <= S3;
                        count <= 0;
                    end
                S3: if (count < SEC5) begin  
                        state <= S3;
                        count <= count + 1;
                    end else begin
                        state <= S4;
                        count <= 0;
                    end
                S4: if (count < SEC1) begin  
                        state <= S4;
                        count <= count + 1;
                    end else begin
                        state <= S5;
                        count <= 0;
                    end
                S5: if (count < SEC1) begin  
                        state <= S5;
                        count <= count + 1;
                    end else begin
                        state <= S0;
                        count <= 0;
                    end
                default state <= S0;
          endcase
    always @ (*)       
    begin 
        case (state)   
            S0: begin light_A <= 3'b001; light_B <= 3'b100; end 
            S1: begin light_A <= 3'b010; light_B <= 3'b100; end                                        
            S2: begin light_A <= 3'b100; light_B <= 3'b100; end  
            S3: begin light_A <= 3'b100; light_B <= 3'b001; end  
            S4: begin light_A <= 3'b100; light_B <= 3'b010; end
            S5: begin light_A <= 3'b100; light_B <= 3'b100; end
         default begin light_A <= 3'b001; light_B <= 3'b100; end    
         endcase  
      end    
endmodule
[./config.mk]
export PLATFORM = sky130hd
export DESIGN_NAME = traffic_light
export DESIGN_NICKNAME = traffic_light
export VERILOG_FILES = /design/flow/design.v
export SDC_FILE = /design/flow/constraint.sdc
export NUM_CORES = 4
export LEC_CHECK = 1
export CORE_AREA = 10 10 70 70
export DIE_AREA = 0 0 80 80
[./run.sh]
#!/bin/bash
# OpenROAD 26Q1-2900-gdf79404cd8, Yosys 0.63+post, stock flow scripts
make -C /OpenROAD-flow-scripts/flow DESIGN_CONFIG=/design/flow/config.mk WORK_HOME=/design/flow/orfs finish
[./constraint.sdc]
current_design traffic_light

set clk_period 2.1
set clk_io_pct 0.2

create_clock -name clk0 -period $clk_period [get_ports {clk}]

set non_clock_inputs [all_inputs -no_clocks]
set_input_delay [expr $clk_period * $clk_io_pct] -clock clk0 $non_clock_inputs
set_output_delay [expr $clk_period * $clk_io_pct] -clock clk0 [all_outputs]
==> reports/qor.yml <==
outcome: "completed"
dr.pass1.iters: 4
layout.cells.most_common: "nand2_1"
globalRoute.totalOverflow: 0
area_growth_pct: 32.79
highest_count_cells_in_the_layout_ignoring_fill_and_taps: "nand2_1 (10), dfrtp_1 (9), clkdlybuf4s50_1 (5)"
timing.fmax_mhz: 508.1
setup_tns_ns: 0
cts.clk_slew.worst_paths_ns: 0.07
max_cap_viol_count: 0
detailedRoute.firstIterationViolations: 52
worstSkewPairLatency_ns: 0.27
cts_max_level: 1
synth.ff_latch_count: 10
worst_setup_path_startpoint: "state[3]"
cellLeakagePower_nw: 0.3601
yosys_warnings: 1
max-slew-margin-rel_pct: 68.72
tightestPinTransition_ns: 0.4656
r2r_slack_ns: 0.44
n_antenna_cell: 0
postSynthSeqShare_pct: 46.42
fp.dieH_um: 80
critical_path.max_fanout: 3
grt_setup_unrepaired: "no"
number_of_buffers_between_clock_root_and_the_deepest_sink: 2
cts-hold-fix-buffers: 0
wire_per_inst_um: 9.540
core.rowCount: 21
cp_data_arrival_time_ns: 1.55
number_of_global_route_vias_before_repair: 388
core_um2: 3416
detail-route-antenna-nets: 0
cts.sinks: 10
grt_usage_pct: 3.261
dpl.hpwl_um: 811.6
setup.worst_path.end_class: "output pin"
stdcell_count: 113
power.density_cell_area_nw_per_um2: 521.2
hold_viol: 0
crit_type: "reg2out"
grt_max_degree: 11
totalPowerFinal_uw: 375.0
layout-drive-gt1-share_pct: 20.90
min-delay-path-class: "in2async"
io_buffers: 7
antenna_found_initial: 0
period_used_pct: 93.73
chipWidth_um: 80
clock_skew_ns: 0.006999
routed-via-count: 445
chipArea_um2: 6400
startpoint_type: "flop"
post-route-min-period_ns: 1.968
postRouteWirelength_mm: 1.078
route.detailed.drc: 0
finalSetupViolCount: 0
maxSlewViolCount: 0
syn_inst: 55
synth.lib_cells_used.distinct: 25
grt_pass1_wl_mm: 1.704
globalplace.congestion: 0.8383
irDropWorstVdd_mv: 0.1577
summed_instance_area_of_the_synthesized_netlist_um2: 541.8
cts-root-buf: "clkbuf_4"
layout.filler_cells: 374
worst_ep_required_time_ns: 1.68
placed_cells: 107
synth_chip_area_um2: 541.8
log.warning_count: 26
drt-vias-per-instance: 3.938
mapped_avg_cell_area_um2: 9.850
tritoncts: "built"
final.hold.worst_slack_ns: 0.4259
yosys-stat-cells: 55
ioPinCount: 8
fraction_of_the_core_area_occupied_by_cells_at_floorplan_pct: 15.86
cts_inserted_buffers: 3
reg2reg_from: "state[3]"
==> stage by stage <==
step / setup slack (ns) / instance area [um^2] / utilization [%]
6_report: 0.1318 / 719.4 / 21.06
2_1_floorplan: 0.6116 / 541.8 / -
3_5_place_dp: 0.1923 / 666.9 / 19.52
5_1_grt: 0.04127 / 719.4 / 21.06
4_1_cts: 0.006867 / 716.9 / 20.99
3_3_place_gp: 0.2043 / 666.9 / 19.52
==> synth_stat cells, drive strengths merged <==
cell,n,area [um^2]
nand3,1,5.000
nor4,3,40.04
nor4b,1,8.760
o211ai,1,7.510
o21ai,4,20.02
ha,2,25.02
nor2,2,7.510
or2,2,12.52
a21oi,1,5.000
dfstp,1,26.28
inv,4,15.01
mux2i,1,10.01
a21o,2,15.01
a22o,4,36.29
nor3,2,10.01
dlygate4sd3,1,10.01
dfrtp,9,225.2
clkbuf,2,7.510
or3,1,11.26
nand2,10,37.54
nand2b,1,6.260
==> metal layers <==
layer  vias up  wire [um]  GRT usage (%)
met1       207        518          4.192
li1        216          -              -
met5         -          0              0
met2        20        408          4.414
met4         0          9         0.1761
met3         2        141          2.500
==> report_power, final <==
group / switching (mW) / total [mW] / internal [mW]
sequential: 0 / 0.193 / 0.193
combinational: 0.00392 / 0.00566 / 0.00173
clock: 0.0714 / 0.177 / 0.105
total: 0.0753 / 0.375 / 0.300
==> path summary, 6_finish.rpt <==
check / end / cells after the start
min in group clk0: flop / 2
hold reg to reg: flop / 2
hold / removal: asynchronous set/reset pin / 2
setup reg to reg: count[3] / 5
max in group asynchronous: state[0] / 2
setup / recovery: light_A[2] / 3
==> worst max-delay path, cell delays in order, from the launching register on <==
cell and delay, ns:
dfrtp_1 0.38, or3_4 0.39, or2_2 0.27, dlygate4sd2_1 0.24
==> cells by family after synthesis <==
family	synth area share, %
multiplexers	1.848
buffers and inverters	6.004
AND/OR/NAND/NOR	25.64
flip-flops	46.42
adder cells (fa/ha/maj)	4.618
AND-OR/OR-AND	15.47
==> repair_timing <==
item / 4_1_cts / 5_1_grt
buffers inserted: 2 / 0
resized: 1 / 1
pin swaps: 1 / 0
endpoints found under the setup margin: 2 / 1
endpoints found under the hold margin: 0 / 0
cloned: 0 / 0
==> cell type report <==
type,instances,area (um^2),share of cell area (%)
clock buffers,4,36.28,5.043
inverters,4,15.01,2.087
multi-input cells,38,257.7,35.83
flip-flops and latches,10,251.5,34.96
well taps,46,57.56,8.000
repair buffers,11,101.3,14.09
